==> flow/design.v <==
module Reg (input clk,wr_a ,input [15:0]a, output reg[15:0]out);
always @(posedge clk)
begin
if (wr_a==1)
begin
  out<=a;
  end
end
endmodule
module Reg_not_write (input clk,input [15:0]a, output reg[15:0]out);
always @(posedge clk)
begin
  out<=a;
end
endmodule
module Reg_pc (input clk,reset,wr_a,input [11:0] pc_next, output reg [11:0]pc_out);
always @(posedge clk )  
	begin   
	    if(wr_a)
	     begin  
	      pc_out <= pc_next; 
	       end
	 end  
always @(posedge clk or posedge reset)  
	begin   
	    if(reset)  
	    	pc_out<= 12'd0;
	    else  
	      pc_out<= pc_next;  
	 end  
endmodule
==> flow/run.sh <==
#!/bin/bash
# OpenROAD 26Q1-2900-gdf79404cd8, Yosys 0.63+post, stock flow scripts
make -C /OpenROAD-flow-scripts/flow DESIGN_CONFIG=/design/flow/config.mk WORK_HOME=/design/flow/orfs finish
==> flow/config.mk <==
export PLATFORM = sky130hd
export DESIGN_NAME = Reg
export DESIGN_NICKNAME = Reg
export VERILOG_FILES = /design/flow/design.v
export SDC_FILE = /design/flow/constraint.sdc
export NUM_CORES = 4
export LEC_CHECK = 1
export CORE_AREA = 10 10 70 70
export DIE_AREA = 0 0 80 80
==> flow/constraint.sdc <==
current_design Reg

set clk_period 1.0
set clk_io_pct 0.2

create_clock -name clk0 -period $clk_period [get_ports {clk}]

set non_clock_inputs [all_inputs -no_clocks]
set_input_delay [expr $clk_period * $clk_io_pct] -clock clk0 $non_clock_inputs
set_output_delay [expr $clk_period * $clk_io_pct] -clock clk0 [all_outputs]
==> impl_metrics.env <==
# yosys + openroad results
export IMPL_power_share_clock=0.273
export IMPL_fmax_ghz=0.990
export IMPL_cp_required_ps=800
export IMPL_max_slew_margin=0.927
export IMPL_dieHeight_um=80
export IMPL_post_place_ws_ps=-177
export IMPL_fin_util=0.244
export IMPL_logic_area_sq_um=0
export IMPL_cts_buffer_depth=2
export IMPL_fin_cells=100
export IMPL_worst_slack_ps=-9.98
export IMPL_critPathKind="reg2out"
export IMPL_antenna_found_initial=0
export IMPL_drive_above_1_share=0.370
export IMPL_swShare=0.192
export IMPL_net_switching_power_uw=247
export IMPL_grt_pass1_vias=350
export IMPL_powerDensity_mw_per_mm2=1540
export IMPL_tightest_slew_ps=108
export IMPL_yosys_stat_cells=16
export IMPL_drtIter0Drc=9
export IMPL_worstSetupStartpoint="out[15]$_DFFE_PP_"
export IMPL_p_comb_frac=0.098
export IMPL_core_sq_mm=0.00342
export IMPL_drtPass1Iterations=2
export IMPL_start_kind="register"
export IMPL_cts_root_buf="clkbuf_4"
export IMPL_outcome="complete, but fails checks"
export IMPL_mux_share=0
export IMPL_synth_cells=16
export IMPL_p_leak_uw=0.000311
export IMPL_num_fill_cells=373
export IMPL_htree_levels=1
export IMPL_initCoreUtil=0.141
export IMPL_crit_buf_inv=1
export IMPL_groute_usage_overall=0.0392
export IMPL_postSynthSeqShare=1.00
export IMPL_dieArea_sq_mm=0.00640
export IMPL_syn_mean_instance_area_sq_um=30.0
export IMPL_wl_per_cell_um=13.0
export IMPL_num_rows=21
export IMPL_hold_viol=0
export IMPL_grt_pass1_wl_um=1860
export IMPL_regMostFlops="out"
export IMPL_grt_ovfl_total=0
export IMPL_warnings=27
export IMPL_finalCriticalPeriod_ps=1010
export IMPL_cp_slowest_stage_delay_ps=390
export IMPL_ys_flops=16
export IMPL_grt_max_degree=17
export IMPL_hp_start="a[0]"
export IMPL_drv_slew=0
export IMPL_ant_nets=0
export IMPL_post_cts_buffers=0
export IMPL_largest_reg_flops=16
export IMPL_maxCapViolCount=0
export IMPL_xor_area_frac=0
export IMPL_drt_drc_violations_left=0
export IMPL_failed_checks="setup timing"
export IMPL_numPortBuffers=33
export IMPL_n_antenna_cell=0
export IMPL_yosys_area_share_simple=0
export IMPL_routed_wl_um=1300
export IMPL_cts_made_buffers=3
export IMPL_ys_area_sq_um=480
export IMPL_routed_via_density=3.00
export IMPL_p_seq_frac=0.629
export IMPL_crit_chain="buf_2"
export IMPL_area_delta_synth_final_pct=73.7
export IMPL_dp_hpwl_um=1010
export IMPL_nMultiInputCombCells=0
export IMPL_internal_power_uw=1040
export IMPL_die_w_um=80
export IMPL_arrival_ps=810
export IMPL_cts_tree="built"
export IMPL_cpLargestDelayFamily="flip-flops"
export IMPL_vdd_ir_drop_max_uv=583
export IMPL_syn_area_sq_um=480
export IMPL_dp_cells=96
export IMPL_ys_types=1
export IMPL_hold_path_class="in2reg"
export IMPL_vias=300
export IMPL_rsz0062_at_grt="true"
export IMPL_setup_viol=1
export IMPL_cp_slowest_cell="edfxtp_1"
export IMPL_setup_tns_final_ps=-9.98
export IMPL_ys_sh_aoi=0
export IMPL_ios=34
export IMPL_yosysWarningCount=1
export IMPL_synthAdderAreaFrac=0
export IMPL_cp_max_fo=1
export IMPL_post_route_period_util=1.01
export IMPL_cts_sinks=16
export IMPL_clkTransAtPathRegs_ps=100
export IMPL_reg_top3="out x16"
export IMPL_cp_end_kind="output port"
export IMPL_gp_congestion=0.778
export IMPL_whs_ps=463
-- cell usage after synthesis (all sizes together) --
library cell / instances / share of area
edfxtp: 16 / 1.0
-- layout make-up --
type | instances | area, sq um | share of cell area
clock buffer | 3 | 22.5 | 0.0270
sequential | 16 | 480 | 0.576
clock inverter | 1 | 3.75 | 0.00450
timing repair buffer | 34 | 270 | 0.324
tap | 46 | 57.6 | 0.0690
-- power by group through the flow --
stage	combinational (uW)	clock (uW)	sequential, uW
6_report	126	350	806
5_1_grt	141	410	813
4_1_cts	131	396	807
-- kinds of logic after synthesis --
kind of cell / Yosys count
flops: 16
-- metrics by stage --
stage               total power, uW  cell area [sq um]
floorplan                       811                480
global placement               1000                888
detailed placement             1000                888
CTS                            1330                835
global route                   1360                835
finish                         1280                835
-- final timing paths --
kind                      endpoint  slack [ps]  cells after the start
setup / recovery           out[15]         -10                      1
hold / removal    out[0]$_DFFE_PP_         460                      1
-- what timing repair did --
action                     in CTS  in global routing
gates cloned                    0                  0
setup endpoints to repair      16                 16
gates resized                  48                  0
hold buffers                    0                  0
-- layer usage --
layer | routed length (um) | GRT usage | up-vias
met4 | 35 | 0.0123 | 0
met1 | 545 | 0.0524 | 136
met3 | 249 | 0.0341 | 2
met5 | 0 | 0 | -
met2 | 469 | 0.0441 | 23
li1 | - | - | 139
-- cell usage in the layout (no fill, tap or decap), drive strengths merged --
cell            n
clkdlybuf4s50  17
clkbuf          3
clkinv          1
edfxtp         16
buf            17
No activity file was given, so power comes from the tool's default toggle rates.
