`design/flow/design.v`:
```
module RegA (input clk,wr_a ,input [15:0]a, output reg[15:0]out);
always @(posedge clk)
begin
if (wr_a==1)
begin
  out<=a;
  end
end
endmodule
module RegT (input clk ,wr_t,input [15:0]t, output reg [15:0]out);
always @(posedge clk)
begin
if (wr_t==1)
begin
  out<=t;
  end
end
endmodule
```
`design/flow/constraint.sdc`:
```
current_design RegA

set clk_period 1.0
set clk_io_pct 0.2

create_clock -name clk0 -period $clk_period [get_ports {clk}]

set non_clock_inputs [all_inputs -no_clocks]
set_input_delay [expr $clk_period * $clk_io_pct] -clock clk0 $non_clock_inputs
set_output_delay [expr $clk_period * $clk_io_pct] -clock clk0 [all_outputs]
```
`design/flow/run.sh`:
```
#!/bin/bash
# OpenROAD 26Q1-2900-gdf79404cd8, Yosys 0.63+post, stock flow scripts
make -C /OpenROAD-flow-scripts/flow DESIGN_CONFIG=/design/flow/config.mk WORK_HOME=/design/flow/orfs finish
```
`design/flow/config.mk`:
```
export PLATFORM = sky130hd
export DESIGN_NAME = RegA
export DESIGN_NICKNAME = RegA
export VERILOG_FILES = /design/flow/design.v
export SDC_FILE = /design/flow/constraint.sdc
export NUM_CORES = 4
export LEC_CHECK = 1
export CORE_AREA = 10 10 80 80
export DIE_AREA = 0 0 90 90
```
==> results.toml <==
# generated from flow reports
[clocking]
clk_pin_slew_worst_paths_ns = 0.05
postCtsResizedCells = 41
postCtsSetupBuffers = 0
cts_made_buffers = 3
cts_buffer_depth = 2
cts_tree = "built"
cts.sinks = 16
ctsRootBufferMaster = "clkbuf_8"
ctsHoldBuffers = 0
cts.htree.levels = 1

[route]
drt_first_pass_iters = 2
num_antenna_cells = 0
drc_errors = 0
wl_um = 1300
ant_nets = 0
drt_iter0_markers = 9
routed-via-count = 299
wl_per_cell_um = 10.8
routed_via_density = 2.47

[finish]
syn2layout_area_growth_pct = 81.2
mi_logic_area_um2 = 0
drive_gt1_frac = 0.389
finalNonFillerCells = 121
top_regs = "out x16"
largest_reg_flops = 16
comb_cells = 0
regMostFlops = "out"

[logic_synthesis]
synthTopCellsByArea = "edfxtp_1"
syn_area_um2 = 480
most_common_cell = "edfxtp_1"
synthTopCellsByCount = "edfxtp_1"
top_area_frac = 1.00
compound_area_frac = 0
avgSynthCellArea_um2 = 30.0
synth_warnings = 1
ys_sh_adder = 0
flop_cell = "edfxtp_1"
synth_seq_share = 1.00
ys_area_um2 = 480
top_area_cell = "edfxtp_1"
synthArstFlopShare = 0
ys_cells = 16
synth_xor_xnor_area_share = 0
mux_area_frac = 0
ys_ff = 16
ys_sh_simple = 0
edf_count = 16
yosysUniqueCellTypes = 1
synthCells = 16

[run]
warnings = 25
drv_cap = 0

[worst_setup_path]
cpLargestDelayFamily = "flip-flops"
end_kind = "output pin"
cpPeakStageDelay_ns = 0.37
start_kind = "register"
worst-path-buf-inv = 1
crit_type = "register to output pin"
arrival_ns = 0.73
slowest_stage = "edfxtp_1"
cp.required_ns = 0.80
path_cells = "buf_2"
cp_max_fo = 1

[global_routing]
grt_use_total = 0.0306
grt_pass1_vias = 365
met1_usage = 0.0359
gr-usage-met3 = 0.00922
antenna_found_initial = 0
use_met2 = 0.0508
grt_max_degree = 9
grt_pass1_wl_um = 1990
busiest_layer = "met2"
gr-total-overflow = 0

[floorplanning]
rows = 25
coreArea_um2 = 4720
die-area_um2 = 8100
fp_util = 0.102
die_h_um = 90
die-width_um = 90
ios = 34

[min_path]
hold_path.class = "primary input to register"

[place]
gp_congestion = 0.661
dp_cells = 118
dp_hpwl_um = 1130
portBuffers = 33

[power]
power_frac_comb = 0.090
ir_worst_vdd_mv = 0.398
p_sw_w = 0.000215
intPower_w = 0.00116
power.total_w = 0.00137
clockPowerShare = 0.319
seq_power_share = 0.591
power.leakage_nw = 0.319
power_density_nw_per_um2 = 1570
p_sw_frac = 0.157

[sta]
final.min_clock_period_ns = 0.926
setup_viol = 0
grt_setup_unrepaired = "false"
max_freq_ghz = 1.08
slew_headroom = 0.931
drv_slew = 0
finalCritPeriodShare = 0.926
worst_slew_pin_slew_ns = 0.104
hold_viol = 0
fin_tns_setup_ns = 0

[run_status]
status = "finished clean"
## final cells by class
cell class,count,area [µm²]
fillers,515,3850
repair buffers,35,265
flip-flops and latches,16,480
well taps,67,83.8
clock buffers,3,41.3
## stage by stage
stage               utilization  cell area [µm²]  setup WS, ns  hold slack [ns]
floorplan                     -              480         0.501            0.299
global placement          0.193              910        -0.154            0.765
detailed placement        0.193              910        -0.157            0.761
CTS                       0.192              906       0.00786            0.512
global route              0.184              871        0.0229            0.512
finish                    0.184              871        0.0743            0.516
## cells in the final DEF, fill, tap and decap left out, drive strengths merged
master         instances
buf                   11
clkbuf                10
clkdlybuf4s50         17
edfxtp                16
## worst paths after layout
path,start,end,slack [ns],cells after the start
worst min-delay path,a[0],out[0]$_DFFE_PP_,0.52,1
worst max-delay path,out[1]$_DFFE_PP_,out[1],0.07,1
## per-layer routing
metal  share of wire  wire length (µm)  vias to the layer above
li1                -                 -                      140
met1            0.40               518                      138
met2            0.50               650                       19
met3           0.065                85                        2
met4           0.036                47                        0
met5               0                 0                        -
## power by group through the flow
stage     clock [W]  combinational [W]  sequential [W]
4_1_cts    0.000458           0.000139        0.000811
5_1_grt    0.000497           0.000136        0.000815
6_report   0.000438           0.000123        0.000810
## cell families after synthesis
family / after synthesis
flip-flops: 16
Power is estimated from default activity; no workload was simulated.
